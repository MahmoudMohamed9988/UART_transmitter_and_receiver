$ cat ./design.v
module UART_transmitter(input clk , reset , send , [7:0] data , output reg ready , wire TX);
parameter RDY = 2'b00,
          LOAD_BIT = 2'b01,
          SEND_BIT = 2'b10;
reg [1:0] current_state, next_state;
reg [8:0]tx_data;
reg tx_bit;
reg [4:0] count_bit = 4'b0;
reg [15:0] baud_timer = 4;  
reg [15:0] timer_reg;
wire [15:0] timer_reg_next;
reg load;
always@(posedge clk or negedge reset) begin
if(~reset)
         timer_reg <= baud_timer;
else 
          timer_reg <= timer_reg_next;
end
assign timer_reg_next = (load) ? baud_timer : timer_reg - 1;
always @(posedge clk or negedge reset) begin
if(~reset)
        current_state <= 0;
else
          current_state <= next_state;
         end
always@(*) begin
case (current_state)
RDY : begin
            ready = 1'b1; 
            tx_bit = 1'b1; 
            count_bit = 0;
            load = 1'b1;
            if(send) begin
                      tx_data = {1'b1,data,1'b0};
                      next_state = LOAD_BIT;
                     end
       end
LOAD_BIT: begin
            ready = 1'b0;
            load = 1'b1;
            tx_bit = tx_data[count_bit];             
            count_bit = count_bit + 1'b1;
            next_state = SEND_BIT;
          end
SEND_BIT: begin
             ready = 1'b0;
             load = 1'b0;
             if (count_bit == 4'b1001) begin
                     next_state = RDY;
                      count_bit = 0;
                       end
            else begin
                       if (timer_reg == 0) begin
                                  next_state = LOAD_BIT ; 
                                   end
                       else  
                                next_state = SEND_BIT ;         
                 end
          end
default :  next_state = RDY;
endcase
end
assign TX = tx_bit;
endmodule
$ cat ./run.sh
#!/bin/bash
# OpenROAD 26Q1-2900-gdf79404cd8, Yosys 0.63+post, stock flow scripts
make -C /OpenROAD-flow-scripts/flow DESIGN_CONFIG=/design/flow/config.mk WORK_HOME=/design/flow/orfs finish
$ cat ./config.mk
export PLATFORM = sky130hd
export DESIGN_NAME = UART_transmitter
export DESIGN_NICKNAME = UART_transmitter
export VERILOG_FILES = /design/flow/design.v
export SDC_FILE = /design/flow/constraint.sdc
export NUM_CORES = 4
export LEC_CHECK = 1
export CORE_UTILIZATION = 30
export SYNTH_HDL_FRONTEND = slang
$ cat ./constraint.sdc
current_design UART_transmitter

set clk_period 5.9
set clk_io_pct 0.2

create_clock -name clk0 -period $clk_period [get_ports {clk}]

set non_clock_inputs [all_inputs -no_clocks]
set_input_delay [expr $clk_period * $clk_io_pct] -clock clk0 $non_clock_inputs
set_output_delay [expr $clk_period * $clk_io_pct] -clock clk0 [all_outputs]
==> summary.txt <==
Implementation progress

The number of I/O port buffers stands at 12. Setup slack on the worst path after placement came out at 3.95 ns. The number of vias per cell stands at 4.50. In this run the count of I/O pins placed on the die edge is 13.

The timing report shows that the slowest cell on the worst path is sky130_fd_sc_hd__or4_1. After clock tree synthesis, the clock-pin slew on the worst setup and hold paths is 0.06 ns. After synthesis, the cell types taking the most area are sky130_fd_sc_hd__dfrtp_1 29%, sky130_fd_sc_hd__dlxtp_1 16%, sky130_fd_sc_hd__ha_1 7.6%, sky130_fd_sc_hd__a21oi_1 3.0%, sky130_fd_sc_hd__mux2_2 3.0%. The actual slew at the worst max-slew pin stands at 0.663 ns. The number of gates resized after CTS stands at 0. Of all cell types, the one taking the most synthesized area is sky130_fd_sc_hd__dfrtp_1. The overall chip area stands at 5250 um^2. The wire length of the first global-routing pass stands at 4240 um.

Per the final timing report, the hold violations number 0. Per STA, the endpoint of the critical path is timer_reg[13]$_DFF_PN0_. The highest supply drop recorded on VDD is 0.0677 mV. The final critical delay including setup and external delays stands at 1.96 ns.

Yosys instantiated no cell more often than sky130_fd_sc_hd__dfrtp_1. The switching power share of the total stands at 0.178. The number of H-tree levels stands at 1. Per the layout area report, the combinational gate area comes to 697 um^2.

The number of register pins that no clock reaches stands at 18. The internal power contribution stands at 189 uW. The highest clock rate this design can be run at is 510 MHz. The number of unconstrained endpoints stands at 22. The setup slack of the worst register-to-register path stands at 3.94 ns. The endpoint identified for the worst register-to-register timing path is timer_reg[13]$_DFF_PN0_. In the synthesis report, Yosys lists the chip area as 1490 um^2. The number of enable-type register cells in the synthesized netlist stands at 0.

According to the timing report, the critical path is launched from timer_reg[7]$_DFF_PN0_. Looking at the clock tree report, the root buffer type is sky130_fd_sc_hd__clkbuf_8. The aggregate negative setup slack stands at 0 ns. Buffers inserted during clock tree synthesis total 3. Dividing the final minimum period by the clock period gives 0.332. The register with the most flip-flops in the layout has 16 of them.

The final routed wirelength across all metal layers stands at 2200 um. The detailed-routing iteration count for the pre-antenna-repair pass stands at 4. The synth_stat.txt file lists the number of cells as 149. The number of antenna diodes in the final layout is 0. From bottom edge to top edge, the die measures 72.5 um. The maximum root-to-sink buffer count stands at 2. After its last routability iteration, the placer logged a weighted congestion of 0.810. TritonCTS built the clock tree. The arrival time at the worst endpoint stands at 2.10 ns. Counting pins that exceed their max-slew limit in the final report gives 0. The area taken by sequential standard cells is reported as 722 um^2. The final worst setup slack stands at 3.94 ns. The global routing report lists combined usage of all routing layers as 0.100.

The HPWL after detailed placement stands at 1580 um. The worst setup path is captured at a flop. For this run, the share of the core covered by cells in the final layout is 0.362. The buffer count from post-CTS setup fixing stands at 0.

For this run, design rule violations remaining after detail routing come to 0. The highest net fanout along the worst path stands at 8. The design draws 231 uW. The largest net degree at the start of global routing stands at 21. Post-synth the commonest register cell is sky130_fd_sc_hd__dfrtp_1. The cell count of the worst reg-to-reg path stands at 3. In this run, post-CTS hold repair placed 0 buffers. The net switching power stands at 41.1 uW. The critical path in this run is classified as reg2reg.

The worst-case max-slew headroom was logged as 0.558. Looking at the reg2reg group, the worst path starts from timer_reg[7]$_DFF_PN0_. Per the post-synthesis stats, the area per cell is 9.99 um^2. The final-layout worst hold slack stands at 0.473 ns. The leakage dissipation stands at 0.781 nW. The filler cells instantiated in the layout total 485. Once detail routing completed, the nets flagged for antenna violations numbered 0. The report lists the number of standard-cell rows as 25. The proportion of register bits with asynchronous set or reset after synthesis stands at 0.500. The required time at the endpoint of the critical path stands at 6.04 ns. The setup skew after layout stands at 0.00145 ns.

The proportion of power drawn by flip-flops and latches stands at 0.538. Max-cap violations in this run came to 0. The area fraction of the largest cell type after synthesis is 0.286. During synthesis, Yosys emitted a total of 18 warnings. The share of total power in combinational logic stands at 0.040.

STA classifies the critical path startpoint as a flop. Setup repair after global routing left no endpoint under its margin. Per the skew report, the later register of the worst-skew pair sees a clock latency of 0.25 ns. The min-delay analysis places its worst path in the category reg2reg.

The share of the core area taken by cells at floorplan is 0.313. Per STA, the highest per-stage delay on the worst path measures 0.66 ns. Between the synthesized netlist and the finished layout, the area growth was recorded as 15.5%. The width of the die stands at 72.5 um.

The flow ran to the end, and the final reports show no timing, DRC or antenna violations. The area of the core stands at 4750 um^2. Listed in order, past its start point the critical path passes or4_1 -> nor4_1 -> mux2_2.

The areal power density over the cells stands at 134 nW/um^2. The synthesized netlist handed to floorplanning was reported with a cell count of 149. The tool warning count stands at 31. The overall overflow remaining after global route stands at 0. The initial antenna violation count stands at 0.

Among cell families on the critical path, the largest total delay comes from simple AND/OR/NAND/NOR gates. The number of setup violations in the final report stands at 0. Per the post-run analysis, buffers plus inverters along the critical path come to 0. The ratio of cells with drive above 1 in the final layout stands at 0.108.

The gate-level netlist out of Yosys references 37 unique cell types. After the first detailed-routing iteration, the DRC count stood at 39. The commonest cells after synthesis are 17 x sky130_fd_sc_hd__dfrtp_1, 16 x sky130_fd_sc_hd__dlxtp_1.

The routed design shows a wire length per standard cell of 9.83 um. The via count of the first global-routing pass came to 969. The mapped netlist covers 1490 um^2. Of the total power, the clock network draws 0.422. The timing report lists the critical path depth as 3 cells.

Synthesis inferred 36 register bits. The via count stands at 1,007.
## worst register-to-register path, cell delays in order, from the launching register on
cell and delay, ns:
sky130_fd_sc_hd__dfrtp_1 0.45, sky130_fd_sc_hd__or4_1 0.66, sky130_fd_sc_hd__nor4_1 0.37, sky130_fd_sc_hd__mux2_2 0.37
## cells in the final DEF (no fill, tap or decap), types with 2 or more instances in the layout
cell                               n
sky130_fd_sc_hd__nor4_1            5
sky130_fd_sc_hd__and2_1            4
sky130_fd_sc_hd__o41ai_1           2
sky130_fd_sc_hd__clkbuf_8          4
sky130_fd_sc_hd__nor2_1            9
sky130_fd_sc_hd__xnor2_1           3
sky130_fd_sc_hd__nand2b_1          2
sky130_fd_sc_hd__dfrtp_1          17
sky130_fd_sc_hd__o21ai_0           3
sky130_fd_sc_hd__xor2_1            2
sky130_fd_sc_hd__dlxtp_1          16
sky130_fd_sc_hd__nand3_1           4
sky130_fd_sc_hd__mux2_2            4
sky130_fd_sc_hd__nor2b_1           6
sky130_fd_sc_hd__inv_1             9
sky130_fd_sc_hd__o31ai_1           5
sky130_fd_sc_hd__or3_1             3
sky130_fd_sc_hd__or2_2             3
sky130_fd_sc_hd__ha_1              9
sky130_fd_sc_hd__dlxtn_1           2
sky130_fd_sc_hd__or3_2             2
sky130_fd_sc_hd__a21oi_1           9
sky130_fd_sc_hd__mux2i_1           3
sky130_fd_sc_hd__clkdlybuf4s50_1  12
sky130_fd_sc_hd__or4_1             6
## metrics by stage
stage	cell area (um^2)	cells
after floorplan	1490	149
after global placement	1660	220
after detailed placement	1660	220
after CTS	1720	224
after global routing	1720	224
final	1720	224
## how the worst min path moves through the flow
stage,to,startpoint,cells past startpoint,slack [ns]
final,timer_reg[0]$_DFF_PN0_,timer_reg[0]$_DFF_PN0_,1,0.47
after CTS,timer_reg[0]$_DFF_PN0_,timer_reg[0]$_DFF_PN0_,1,0.48
after global routing,timer_reg[0]$_DFF_PN0_,timer_reg[0]$_DFF_PN0_,1,0.52
## area by class of cell
class / instances / share of cell area
clock buffer: 4 / 0.0320
inverter: 9 / 0.0197
multi-input combinational: 95 / 0.405
sequential: 36 / 0.420
tap: 67 / 0.0488
timing repair buffer: 13 / 0.0742
## logic make-up after synthesis
group                      synth area share
AOI/OAI and AO/OA                     0.100
xor gates and xnor gates             0.0294
adders and majority gates            0.0756
buffers and inverters                0.0471
DFF                                   0.303
latches                               0.182
muxes                                0.0504
and+or+nand+nor                       0.213
## metal layers
| metal | share of wire | vias up | wire length [um] | global-route usage |
|---|---|---|---|---|
| li1 | - | 538 | - | - |
| met1 | 0.53 | 456 | 1180 | 0.163 |
| met2 | 0.43 | 11 | 951 | 0.151 |
| met3 | 0.026 | 2 | 57 | 0.0169 |
| met4 | 0.0077 | 0 | 17 | 0.00654 |
| met5 | 0 | - | 0 | 0 |
## power groups by stage
stage	logic [mW]	registers, mW	clock network [mW]
5_1_grt	0.0104	0.124	0.108
4_1_cts	0.00955	0.124	0.102
6_report	0.00917	0.124	0.0973
Power figures rest on the tool's default switching activity, not on a simulated workload.
